==> design/flow/design.v <==
module tiny_rv_dprf(
    input wire i_clk,
    input wire [4:0] read_addr1,
    input wire [4:0] read_addr2,
    input wire [4:0] write_addr1,
    output reg [31:0] read_data1,
    output reg [31:0] read_data2,
    input wire [31:0] write_data1
);
reg [31:0] registers [32];
always @(*) begin
    if (|read_addr1)
        read_data1 = registers[read_addr1];
    else
        read_data1 = 32'h0;
end
always @(*) begin
    if (|read_addr2)
        read_data2 = registers[read_addr2];
    else
        read_data2 = 32'h0;
end
always @(posedge i_clk) begin
    registers[write_addr1] <= write_data1;
end
endmodule
==> design/flow/run.sh <==
#!/bin/bash
# OpenROAD 26Q1-2900-gdf79404cd8, Yosys 0.63+post, stock flow scripts
make -C /OpenROAD-flow-scripts/flow DESIGN_CONFIG=/design/flow/config.mk WORK_HOME=/design/flow/orfs finish
==> design/flow/config.mk <==
export PLATFORM = sky130hd
export DESIGN_NAME = tiny_rv_dprf
export DESIGN_NICKNAME = tiny_rv_dprf
export VERILOG_FILES = /design/flow/design.v
export SDC_FILE = /design/flow/constraint.sdc
export NUM_CORES = 4
export LEC_CHECK = 1
export CORE_UTILIZATION = 30
==> design/flow/constraint.sdc <==
current_design tiny_rv_dprf

set clk_period 9.7
set clk_io_pct 0.2

create_clock -name clk0 -period $clk_period [get_ports {i_clk}]

set non_clock_inputs [all_inputs -no_clocks]
set_input_delay [expr $clk_period * $clk_io_pct] -clock clk0 $non_clock_inputs
set_output_delay [expr $clk_period * $clk_io_pct] -clock clk0 [all_outputs]
==> report_table.html <==
<h3>Run summary</h3>
<table>
<tr><th>Metric</th><th>Value</th></tr>
<tr><th colspan="2">Floorplanning</th></tr>
<tr><td>CORE AREA</td><td>158600 µm²</td></tr>
<tr><td>Die Width</td><td>401.8 µm</td></tr>
<tr><td>Core Density at Floorplan</td><td>0.3025</td></tr>
<tr><td>Standard-cell rows</td><td>146</td></tr>
<tr><td>Die outline area</td><td>161500 µm²</td></tr>
<tr><td>Number of primary I/O pins</td><td>112</td></tr>
<tr><td>Chip Height</td><td>401.8 µm</td></tr>
<tr><th colspan="2">Clocking</th></tr>
<tr><td>Clock slew at reported path FFs</td><td>0.06 ns</td></tr>
<tr><td>Setup fix buffers added after clock tree synthesis</td><td>0</td></tr>
<tr><td>H-tree lvl count</td><td>3</td></tr>
<tr><td>Post-cts hold-fix buffer tally</td><td>0</td></tr>
<tr><td>Num CTS Buffers</td><td>104</td></tr>
<tr><td>Clock Path Buffers</td><td>3</td></tr>
<tr><td>TritonCTS Sinks</td><td>1024</td></tr>
<tr><td>Clock tree from TritonCTS</td><td>built</td></tr>
<tr><td>Number of gates given a new drive strength after cts</td><td>0</td></tr>
<tr><td>Cell at the root of the clock tree</td><td>sky130_fd_sc_hd__clkbuf_16</td></tr>
<tr><th colspan="2">Final timing</th></tr>
<tr><td>Worst hold slack</td><td>2.017 ns</td></tr>
<tr><td>RSZ-0062 raised after global routing</td><td>no</td></tr>
<tr><td>Final Cycle Share</td><td>0.7708</td></tr>
<tr><td>Setup violations, final</td><td>0</td></tr>
<tr><td>Final max-slew violation count</td><td>0</td></tr>
<tr><td>TNS Setup</td><td>0 ns</td></tr>
<tr><td>Actual slew at the worst max-slew pin</td><td>0.9302 ns</td></tr>
<tr><td>Worst relative slew slack</td><td>0.3756</td></tr>
<tr><td>Min Tclk post-route</td><td>7.477 ns</td></tr>
<tr><td>Final hold viol count</td><td>0</td></tr>
<tr><td>Highest clock rate</td><td>0.1338 GHz</td></tr>
<tr><th colspan="2">Synth</th></tr>
<tr><td>Simple-gate portion of the synthesized area</td><td>0.02332</td></tr>
<tr><td>Number of cells produced by synthesis</td><td>2578</td></tr>
<tr><td>YS chip area</td><td>47960 µm²</td></tr>
<tr><td>Sequential fraction of the synthesis area</td><td>0.6411</td></tr>
<tr><td>Post-synthesis share of cell area spent on xor and xnor gates</td><td>0</td></tr>
<tr><td>Share of cell area taken by muxes after synthesis</td><td>0.2511</td></tr>
<tr><td>Number of warning messages in the yosys log</td><td>1</td></tr>
<tr><td>Share of synthesized cell area in full adder, half adder and majority cells</td><td>0</td></tr>
<tr><td>Main logic family after synthesis</td><td>multiplexers</td></tr>
<tr><td>Distinct cell type count after synthesis</td><td>38</td></tr>
<tr><td>AO/OA Area Share</td><td>0.05992</td></tr>
<tr><td>Post-Syn Area</td><td>47960 µm²</td></tr>
<tr><td>Post-synth EDFFs</td><td>1024</td></tr>
<tr><td>Number of standard cells reported by yosys</td><td>2578</td></tr>
<tr><td>Commonest flop</td><td>sky130_fd_sc_hd__edfxtp_1</td></tr>
<tr><td>Synthesis-stage register bit count</td><td>1024</td></tr>
<tr><td>Average instance area after synthesis</td><td>18.60 µm²</td></tr>
<tr><td>Share of synthesized registers carrying an async set or reset</td><td>0</td></tr>
<tr><th colspan="2">Finish</th></tr>
<tr><td>Final std cell area, no fill</td><td>55400 µm²</td></tr>
<tr><td>Number of flip-flops in the largest register</td><td>1024</td></tr>
<tr><td>Area growth from synthesis to final layout</td><td>15.51%</td></tr>
<tr><td>Largest registers</td><td>registers (1024)</td></tr>
<tr><td>Core Util, Final</td><td>0.3494</td></tr>
<tr><td>Most flops, register</td><td>registers</td></tr>
<tr><td>Ratio of cells with drive above 1 in the final layout</td><td>0.2668</td></tr>
<tr><th colspan="2">Power and ir drop</th></tr>
<tr><td>Worst voltage drop across the vdd grid</td><td>0.0001489 V</td></tr>
<tr><td>Pleak</td><td>17.72 nW</td></tr>
<tr><td>Cell area power density</td><td>181.7 nW/µm²</td></tr>
<tr><th colspan="2">Run status</th></tr>
<tr><td>Run status</td><td>finished, final reports clean</td></tr>
<tr><th colspan="2">Critical path</th></tr>
<tr><td>Category of the most critical setup path</td><td>in -&gt; out</td></tr>
<tr><td>Crit path capture type</td><td>output pin</td></tr>
<tr><td>Largest driver fanout on the critical path</td><td>56</td></tr>
<tr><td>Longest individual stage delay on the worst path</td><td>0.71 ns</td></tr>
<tr><td>CP Cell Sequence</td><td>buf_8, buf_4, buf_4, mux2i_1, a22oi_1, nand4_1, a211oi_1, clkdlybuf4s50_1</td></tr>
<tr><td>Most frequent CP cell</td><td>sky130_fd_sc_hd__buf_4</td></tr>
<tr><td>Startpoint type of the worst setup path</td><td>primary input</td></tr>
<tr><td>Required arrival time at the worst endpoint</td><td>7.76 ns</td></tr>
<tr><td>Arrival time of the worst setup path</td><td>5.54 ns</td></tr>
<tr><td>CP max-delay cell</td><td>sky130_fd_sc_hd__a211oi_1</td></tr>
<tr><th colspan="2">Place</th></tr>
<tr><td>DP Wirelength</td><td>92.30 mm</td></tr>
<tr><td>DP Area</td><td>51920 µm²</td></tr>
<tr><td>Tally of buffers added on design ports</td><td>111</td></tr>
<tr><td>Final Wtd Congestion</td><td>0.8905</td></tr>
<tr><th colspan="2">Global route</th></tr>
<tr><td>GRT Util Overall</td><td>0.2070</td></tr>
<tr><td>Antenna violations before repair</td><td>4</td></tr>
<tr><td>Vias in the first global route</td><td>30420</td></tr>
<tr><td>Pin count of the biggest net entering global routing</td><td>94</td></tr>
<tr><td>GR Overflow Total</td><td>0</td></tr>
<tr><td>Wire length of the first global-routing pass</td><td>221.6 mm</td></tr>
<tr><th colspan="2">Flow run</th></tr>
<tr><td>Count of max-cap constraint violations</td><td>0</td></tr>
<tr><td>Stage-log warning count</td><td>26</td></tr>
<tr><th colspan="2">Detailed routing</th></tr>
<tr><td>Number of detailed-route iterations in the first pass</td><td>5</td></tr>
<tr><td>Via density per instance</td><td>5.719</td></tr>
<tr><td>Final wirelength</td><td>157.6 mm</td></tr>
<tr><td>Detail Route Antenna Nets</td><td>0</td></tr>
<tr><td>DR iter-0 viols</td><td>1882</td></tr>
<tr><td>Post-route DRC</td><td>0</td></tr>
<tr><td>Final routed wire length divided by cell count</td><td>32.31 µm</td></tr>
<tr><td>Number of vias after detailed routing</td><td>27900</td></tr>
<tr><th colspan="2">Worst hold path</th></tr>
<tr><td>Terminating pin of the worst hold path</td><td>registers[23][17]</td></tr>
<tr><td>Cells on Worst Hold Path</td><td>2</td></tr>
<tr><td>Critical hold path startpoint</td><td>write_data1[17]</td></tr>
<tr><td>Class of the tightest hold or removal check</td><td>in -&gt; reg</td></tr>
</table>
metrics by stage:
stage | worst slack [ns] | instances | power [W]
after floorplan | 4.415 | 2578 | 0.005604
after global placement | 2.150 | 4685 | 0.006054
after detailed placement | 2.173 | 4685 | 0.006053
after CTS | 2.177 | 4876 | 0.01012
after global routing | 1.979 | 4876 | 0.01034
final | 2.223 | 4878 | 0.01007
logic make-up after synthesis:
family                 after synthesis
AOI/OAI and AO/OA                  364
buffers and inverters              221
DFF                               1024
muxes                              736
and+or+nand+nor                    233
per-layer routing:
layer	up-vias	wire length, µm	GRT usage
met3	298	30150	0.1776
met4	14	5475	0.05611
met1	14120	49260	0.2188
met5	-	281	0.01219
met2	2093	72410	0.3065
li1	11380	-	-
power by group:
part	internal (W)	switching, W
Sequential	0.00496	0.0000365
Clock	0.00234	0.00177
Combinational	0.000397	0.000562
Total	0.00770	0.00237
worst max-delay path by stage:
stage / startpoint / endpoint / slack [ns] / depth (start not counted)
CTS: read_addr1[2] / read_data1[30] / 2.18 / 8
global route: read_addr1[2] / read_data1[24] / 1.98 / 8
finish: read_addr1[2] / read_data1[0] / 2.22 / 8
layout by cell type, fill, tap and decap left out, types with 9 or more instances in the layout:
cell / synthesis / layout
sky130_fd_sc_hd__a21oi_1: 32 / 32
sky130_fd_sc_hd__clkbuf_16: 0 / 105
sky130_fd_sc_hd__a221oi_1: 23 / 23
sky130_fd_sc_hd__mux2_2: 64 / 64
sky130_fd_sc_hd__a221oi_2: 21 / 21
sky130_fd_sc_hd__nand2_1: 106 / 106
sky130_fd_sc_hd__o221ai_1: 64 / 64
sky130_fd_sc_hd__bufinv_16: 0 / 13
sky130_fd_sc_hd__clkinv_2: 0 / 17
sky130_fd_sc_hd__a22oi_1: 64 / 64
sky130_fd_sc_hd__clkbuf_1: 103 / 15
sky130_fd_sc_hd__nor2_4: 0 / 37
sky130_fd_sc_hd__mux4_2: 301 / 301
sky130_fd_sc_hd__clkinv_1: 0 / 22
sky130_fd_sc_hd__clkinvlp_4: 0 / 9
sky130_fd_sc_hd__nand4_1: 32 / 32
sky130_fd_sc_hd__nor2b_1: 37 / 32
sky130_fd_sc_hd__mux2i_1: 320 / 320
sky130_fd_sc_hd__a311oi_1: 32 / 32
sky130_fd_sc_hd__clkdlybuf4s50_1: 0 / 101
sky130_fd_sc_hd__o2111ai_1: 20 / 20
sky130_fd_sc_hd__o21ai_0: 40 / 40
sky130_fd_sc_hd__a211oi_1: 64 / 64
sky130_fd_sc_hd__buf_4: 48 / 142
sky130_fd_sc_hd__edfxtp_1: 1024 / 1024
sky130_fd_sc_hd__mux4_1: 51 / 51
worst max-delay path: cells and delay by family:
family	cells	cell delay [ns]
AND-OR/OR-AND	2	0.95
AND/OR/NAND/NOR	1	0.11
multiplexers	1	0.16
buffers and inverters	4	2.20
synth_stat cells, types with 3 or more instances:
cell type                   count  share of area
sky130_fd_sc_hd__mux2i_1      320          0.067
sky130_fd_sc_hd__buf_4         48         0.0075
sky130_fd_sc_hd__o2111ai_1     20         0.0037
sky130_fd_sc_hd__mux4_2       301           0.14
sky130_fd_sc_hd__nand3b_1       4        0.00063
sky130_fd_sc_hd__edfxtp_1    1024           0.64
sky130_fd_sc_hd__a221oi_2      21         0.0066
sky130_fd_sc_hd__nand4_1       32         0.0042
sky130_fd_sc_hd__o21ai_1        4        0.00042
sky130_fd_sc_hd__nor2b_1       37         0.0048
sky130_fd_sc_hd__mux2_2        64          0.015
sky130_fd_sc_hd__a211oi_1      64          0.010
sky130_fd_sc_hd__a221oi_1      23         0.0042
sky130_fd_sc_hd__buf_2         53         0.0055
sky130_fd_sc_hd__nand2_1      106         0.0083
sky130_fd_sc_hd__mux4_1        51          0.028
sky130_fd_sc_hd__o221ai_1      64          0.012
sky130_fd_sc_hd__nor2_1        37         0.0029
sky130_fd_sc_hd__o21ai_0       40         0.0042
sky130_fd_sc_hd__buf_6         11         0.0026
sky130_fd_sc_hd__a22oi_1       64          0.010
sky130_fd_sc_hd__a21oi_1       32         0.0033
sky130_fd_sc_hd__clkbuf_1     103         0.0081
sky130_fd_sc_hd__nand2b_1       3        0.00039
sky130_fd_sc_hd__a311oi_1      32         0.0058
cell type report:
| type | count | area [µm²] |
|---|---|---|
| diodes | 2 | 5.005 |
| clock buffers | 120 | 2684 |
| clock inverters | 71 | 797.0 |
| fillers | 14580 | 103200 |
| inverters | 2 | 10.01 |
| multi-input cells | 1333 | 16350 |
| flip-flops and latches | 1024 | 30750 |
| well taps | 2072 | 2592 |
| repair buffers | 254 | 2215 |
Power and IR drop assume default switching activity.
