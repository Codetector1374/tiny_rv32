`flow/constraint.sdc`:
```
current_design tiny_rv_decode

set clk_period 3.5
set clk_io_pct 0.2

create_clock -name clk0 -period $clk_period [get_ports {i_clk}]

set non_clock_inputs [all_inputs -no_clocks]
set_input_delay [expr $clk_period * $clk_io_pct] -clock clk0 $non_clock_inputs
set_output_delay [expr $clk_period * $clk_io_pct] -clock clk0 [all_outputs]
```
`flow/config.mk`:
```
export PLATFORM = sky130hd
export DESIGN_NAME = tiny_rv_decode
export DESIGN_NICKNAME = tiny_rv_decode
export VERILOG_FILES = /design/flow/design.v
export SDC_FILE = /design/flow/constraint.sdc
export NUM_CORES = 4
export LEC_CHECK = 1
export CORE_UTILIZATION = 40
```
`flow/design.v`:
```
module tiny_rv_decode(
    input wire i_clk,
    input wire i_reset,
    input wire i_pipe_stall,
    input wire i_pipe_flush,
    input wire [31:0] fetch_pc,
    input wire [31:0] fetch_inst,
    output reg [31:0] decode_pc,
    output reg [31:0] decode_inst,
    output reg [31:0] decode_imm32,
    output reg [6:0] decode_opcode,
    output reg [2:0] decode_funct3,
    output reg [6:0] decode_funct7,
    output reg [4:0] decode_rs1,
    output reg [4:0] decode_rs2,
    output reg [4:0] decode_rd
);
wire [6:0] fetch_opcode = fetch_inst[6:0];
always @(posedge i_clk) begin
    if (i_pipe_flush || i_reset) begin
        decode_pc <= 0;
        decode_inst <= 0;
        decode_imm32 <= 0;
        decode_opcode <= 0;
        decode_funct3 <= 0;
        decode_funct7 <= 0;
        decode_rs1 <= 0;
        decode_rs2 <= 0;
        decode_rd <= 0;
    end
    else if (!i_pipe_stall) begin
        decode_pc <= fetch_pc;
        decode_inst <= fetch_inst;
        decode_opcode <= fetch_opcode;
        decode_funct3 <= fetch_inst[14:12];
        decode_funct7 <= fetch_inst[31:25];
        decode_rs1 <= fetch_inst[19:15];
        decode_rs2 <= fetch_inst[24:20];
        if (fetch_opcode == 7'b0100011)
            decode_rd <= 0;
        else
            decode_rd <= fetch_inst[11:7];
        case (fetch_opcode)
            7'b0110111,
            7'b0010111: decode_imm32 <= {fetch_inst[31:12], 12'b0};
            7'b1101111: decode_imm32 <= {{12{fetch_inst[31]}}, fetch_inst[19:12], fetch_inst[20], fetch_inst[30:25], fetch_inst[24:21], 1'b0};
            7'b1100011: decode_imm32 <= {{20{fetch_inst[31]}}, fetch_inst[7], fetch_inst[30:25], fetch_inst[11:8], 1'b0};
            7'b0100011: decode_imm32 <= {{21{fetch_inst[31]}}, fetch_inst[30:25], fetch_inst[11:7]};
            7'b0010011,
            7'b0000011,
            7'b1100111: decode_imm32 <= {{21{fetch_inst[31]}}, fetch_inst[30:20]};
            default: decode_imm32 <= 0;
        endcase
    end
end
endmodule
```
`flow/run.sh`:
```
#!/bin/bash
# OpenROAD 26Q1-2900-gdf79404cd8, Yosys 0.63+post, stock flow scripts
make -C /OpenROAD-flow-scripts/flow DESIGN_CONFIG=/design/flow/config.mk WORK_HOME=/design/flow/orfs finish
```
==> impl_metrics.py <==
# Auto-generated metrics
metrics = {
    "route": {
        "diodes": 0,
        "viasPerCell": 4.733,
        "route.detailed.drc": 0,
        "drt_first_pass_iters": 6,
        "wl_per_cell_um": 14.56,
        "vias": 3365,
        "antenna_left": 0,
        "wirelength_um": 10350,
        "drt_iter0_markers": 142,
    },
    "floorplanning": {
        "die_w_um": 102.1,
        "die-height_um": 102.1,
        "dieArea_mm2": 0.01042,
        "core-area_mm2": 0.009729,
        "floorplan.core_util": 0.4118,
        "ios": 196,
        "rows": 36,
    },
    "setup_path": {
        "worstSetupEndpointType": "flop",
        "r2r_cells": 4,
        "cp.required_ns": 3.72,
        "slowest_stage": "clkdlybuf4s50_1",
        "crit_type": "input pin to flop",
        "critPathLaunchType": "input pin",
        "arrival_ns": 2.62,
        "worstReg2RegStart": "decode_imm32[11]",
        "rrSetupSlack_ns": 2.65,
        "path_cells": "clkdlybuf4s50_1 -> nor4bb_2 -> and2_0 -> a21oi_1 -> a22oi_1 -> nor2_1",
        "r2r-end": "decode_imm32[11]",
        "cp_max_fo": 7,
        "max_stage_delay_ns": 0.54,
    },
    "yosys": {
        "synthTopCellsByArea": "dfxtp_1, mux2i_1, nor2_1",
        "yosysTopAreaCellShare": 0.5047,
        "yosys.area.top_type": "dfxtp_1",
        "synth_warnings": 1,
        "synthTopLogicFamily": "multiplexers",
        "ys_chip_area_mm2": 0.004006,
        "ys_sh_mux": 0.1574,
        "syn_area_per_cell_um2": 9.677,
        "synth_area_mm2": 0.004006,
        "synth_cell_types": 34,
        "common_cells": "dfxtp_1, nor2_1, mux2i_1, buf_4",
        "ff_type": "dfxtp_1",
        "top_cell": "dfxtp_1",
        "xor_area_frac": 0,
        "synth_async_sr_flop_share": 0,
        "simple_gate_share": 0.1340,
        "synth_flops": 101,
        "ys_cells": 414,
        "ys_sh_aoi": 0.1177,
        "edf_count": 0,
        "postSynthSeqShare": 0.5047,
        "synthAdderAreaFrac": 0,
        "synthCells": 414,
    },
    "final_timing": {
        "maxSlewHeadroom": 0.5279,
        "hold-worst-slack_ns": 0.4588,
        "hold_viol": 0,
        "period_used_share": 0.6845,
        "fin_setup_tns_ns": 0,
        "rsz0062_at_grt": "false",
        "finalSetupViolations": 0,
        "skew_ns": 0,
        "period_needed_ns": 2.396,
        "tightest_slew_ns": 0.7081,
        "drv_slew": 0,
        "max_freq_mhz": 417.4,
        "layout_setup_ws_ns": 1.104,
    },
    "clocking": {
        "h-tree-depth": 3,
        "cts_setup_buffers": 0,
        "root_buffer": "clkbuf_8",
        "cts_made_buffers": 9,
        "cts-resized-gates": 0,
        "holdBufCountCts": 0,
        "cts_tree": "done",
        "cts_buffer_depth": 2,
        "clock-sinks": 101,
        "worstSkewPairLatency_ns": 0.35,
        "clk_pin_slew_worst_paths_ns": 0.09,
    },
    "placement": {
        "gp_congestion": 0.8092,
        "io_buffers": 195,
        "dp_slack_ns": 0.7739,
        "dpl.hpwl_um": 7473,
        "dp.cells": 696,
        "detailed_place.area_mm2": 0.005837,
    },
    "global_route": {
        "grt_overflow_total": 0,
        "grt_max_degree": 53,
        "grt_usage": 0.2008,
        "grt_pass1_vias": 3185,
        "grt_pass1_wl_um": 16070,
        "antenna_found_initial": 0,
    },
    "finish": {
        "fin_cells": 711,
        "area_growth_pct": 49.78,
        "fin_area_mm2": 0.006001,
        "drive_above_1_share": 0.07093,
    },
    "worst_hold_path": {
        "min_from": "decode_imm32[19]",
        "hold_path_class": "flop to flop",
        "worst_hold_path.endpoint": "decode_imm32[19]",
        "min_path_cells": 2,
    },
    "run_status": {
        "outcome": "finished clean",
    },
    "run": {
        "max_cap_viol_count": 0,
        "warnings": 26,
    },
    "power_and_ir_drop": {
        "p_leak_nw": 2.301,
        "peakVddDrop_mv": 0.1811,
        "p_per_area_mw_per_mm2": 354.3,
    },
}
-- cell type report --
cell class,count,area (um^2)
well taps,133,166.4
flip-flops and latches,101,2022
repair buffers,201,1994
multi-input cells,257,1639
clock buffers,10,127.6
fillers,854,3729
inverters,4,15.01
clock inverters,5,36.28
-- power breakdown --
part / internal, W / switching, W / leakage, nW / total (W)
registers: 0.00118 / 0.0000167 / 0.820 / 0.00119
logic: 0.000175 / 0.000104 / 1.41 / 0.000279
clock network: 0.000257 / 0.000397 / 0.0748 / 0.000654
total: 0.00161 / 0.000518 / 2.30 / 0.00213
-- per-layer routing --
metal,GRT usage,up-vias,share of wire
met4,0.02198,0,0.0098
met3,0.05146,9,0.092
met2,0.3061,135,0.44
met5,0,-,0
li1,-,1698,-
met1,0.3072,1523,0.46
-- kinds of logic after synthesis --
family                 after synthesis
AOI/OAI and AO/OA                   70
buffers and inverters               56
DFF                                101
muxes                               63
and+or+nand+nor                    124
-- cell usage in the layout, fill, tap and decap left out, types with 2 or more instances in the layout --
cell type,synthesis,routed
clkdlybuf4s50_1,0,194
dfxtp_1,101,101
nor2_1,84,84
mux2i_1,63,63
a21oi_1,23,23
nand2_1,23,23
a22oi_1,13,13
o21ai_2,11,11
o21ai_0,10,10
clkbuf_8,0,9
buf_4,27,7
nor3_1,5,5
a221oi_1,4,4
inv_1,3,3
clkinvlp_4,0,3
nand3_1,2,2
nand2b_1,2,2
a21oi_2,2,2
o21ai_1,2,2
-- how the worst max path moves through the flow --
stage / start / endpoint / slack (ns) / cells past startpoint
CTS: fetch_inst[3] / decode_rd[4] / 1.14 / 6
global route: fetch_inst[3] / decode_imm32[20] / 0.93 / 6
finish: fetch_inst[3] / decode_rd[4] / 1.10 / 6
-- critical path: cells and delay by family --
kind / cells / cell delay, ns
buf+inv: 1 / 0.54
compound gates: 2 / 0.45
simple gates: 3 / 0.92
-- registers in the layout, summed over array words and instances, names as in the netlist --
register	cells
decode_imm32	32
decode_pc	32
decode_inst	28
decode_rd	5
decode_rs2	4
-- through the flow --
stage               utilization  total power [W]
floorplan                     -         0.001332
global placement         0.5999         0.001499
detailed placement       0.5999         0.001500
CTS                      0.6168         0.002150
global route             0.6168         0.002224
finish                   0.6168         0.002126
Power is estimated from default activity; no workload was simulated.
