## /design/flow/design.v

```verilog
module tiny_rv_rr(
    input wire i_clk,
    input wire i_reset,
    input wire i_pipe_stall,
    input wire i_pipe_flush,
    input wire [31:0] decode_pc,
    input wire [31:0] decode_inst,
    input wire [31:0] decode_imm32,
    input wire [6:0] decode_opcode,
    input wire [2:0] decode_funct3,
    input wire [6:0] decode_funct7,
    input wire [4:0] decode_rs1,
    input wire [4:0] decode_rs2,
    input wire [4:0] decode_rd,
    output wire [4:0] read_p1,
    output wire [4:0] read_p2,
    input wire [31:0] data_p1,
    input wire [31:0] data_p2,
    input wire [4:0] of1_reg, of2_reg,
    input wire [31:0] of1_val, of2_val,
    output reg [31:0] rr_pc,
    output reg [31:0] rr_inst,
    output reg [6:0] rr_opcode,
    output reg [4:0] rr_rd,
    output reg [31:0] rr_rs1,
    output reg [31:0] rr_rs2,
    output reg [2:0] rr_funct3,
    output reg [6:0] rr_funct7,
    output reg [31:0] rr_imm32
);
assign read_p1 = decode_rs1;
assign read_p2 = decode_rs2;
always @(posedge i_clk) begin
    if (i_reset || i_pipe_flush) begin
        rr_pc <= 0;
        rr_inst <= 0;
        rr_opcode <= 0;
        rr_rd <= 0;
        rr_rs1 <= 0;
        rr_rs2 <= 0;
        rr_funct3 <= 0;
        rr_funct7 <= 0;
        rr_imm32 <= 0;
    end 
    else if (!i_pipe_stall) begin
        rr_pc <= decode_pc;
        rr_inst <= decode_inst;
        rr_opcode <= decode_opcode;
        rr_rd <= decode_rd;
        rr_funct3 <= decode_funct3;
        rr_funct7 <= decode_funct7;
        rr_imm32 <= decode_imm32;
        if (decode_rs1 == 5'b0) begin
            rr_rs1 <= 32'h0;
        end
        else if (decode_rs1 == of1_reg) begin
            rr_rs1 <= of1_val;
        end
        else if (decode_rs1 == of2_reg) begin
            rr_rs1 <= of2_val;
        end
        else begin
            rr_rs1 <= data_p1;
        end
        if (decode_rs2 == 5'b0) begin
            rr_rs2 <= 32'h0;
        end
        else if (decode_rs2 == of1_reg) begin
            rr_rs2 <= of1_val;
        end
        else if (decode_rs2 == of2_reg) begin
            rr_rs2 <= of2_val;
        end
        else begin
            rr_rs2 <= data_p2;
        end
    end
end
endmodule
```

## /design/flow/config.mk

```make
export PLATFORM = sky130hd
export DESIGN_NAME = tiny_rv_rr
export DESIGN_NICKNAME = tiny_rv_rr
export VERILOG_FILES = /design/flow/design.v
export SDC_FILE = /design/flow/constraint.sdc
export NUM_CORES = 4
export LEC_CHECK = 1
export CORE_AREA = 10 10 260 260
export DIE_AREA = 0 0 270 270
```

## /design/flow/run.sh

```bash
#!/bin/bash
# OpenROAD 26Q1-2900-gdf79404cd8, Yosys 0.63+post, stock flow scripts
make -C /OpenROAD-flow-scripts/flow DESIGN_CONFIG=/design/flow/config.mk WORK_HOME=/design/flow/orfs finish
```

## /design/flow/constraint.sdc

```tcl
current_design tiny_rv_rr

set clk_period 6.6
set clk_io_pct 0.2

create_clock -name clk0 -period $clk_period [get_ports {i_clk}]

set non_clock_inputs [all_inputs -no_clocks]
set_input_delay [expr $clk_period * $clk_io_pct] -clock clk0 $non_clock_inputs
set_output_delay [expr $clk_period * $clk_io_pct] -clock clk0 [all_outputs]
```

==> out/qor.csv <==
stage;metric;value;unit
detailed_routing;drt_iter0_drc;268;
detailed_routing;viasPerCell;3.48;
layout;logic_area;0.00358;mm2
synthesis;synth_flops;182;
die;pin_count;462;
clock_tree;cts_tree;done;
die;fp_util;12.4;%
clock_tree;cts_buffers;17;
placement;dp_slack;2.62;ns
pwr;intPower;1.96;mW
worst_setup_path;critPathBufInv;2;
synthesis;synthesis.area;0.00767;mm2
sta;slew_headroom;49.9;%
clock_tree;cts.reportedPaths.clkPinSlew;0.07;ns
clock_tree;post_cts.repair.setup_buffers;0;
layout;lay_top_cells;460 x clkdlybuf4s50_1, 182 x mux2i_1, 182 x dfxtp_1;
die;rows;91;
sta;rsz0062_at_grt;false;
layout;syn_to_final_growth;79.1;%
sta;clock_skew;0;ns
synthesis;synth_cell_type_count;22;
synthesis;top_cells_by_area;dfxtp_1 48%, mux2i_1 24%, nor2_1 6.0%;
detailed_routing;drtPass1Iterations;4;
run;warning_count;25;
synthesis;yosys_cells;744;
clock_tree;cts_buffer_depth;2;
clock_tree;clkLatencyLatePin;0.48;ns
worst_setup_path;crit_top_cell;clkdlybuf4s50_1;
pwr;seqPwrFrac;42.8;%
pwr;pwr_density_cell;197;mW/mm2
die;fp.dieH;270;um
pwr;power.share.combinational;15.9;%
detailed_routing;drc;0;
placement;place.gp.congestion;0.945;
worst_hold_path;holdCritPathClass;reg -> reg;
grt;grt_pass1_wl;51800;um
sta;min_period;3.80;ns
clock_tree;htreeDepth;4;
sta;worst_slack;2.80;ns
die;dieArea;0.0729;mm2
die;chipWidth;270;um
pwr;finalPower;2.71;mW
detailed_routing;wirelength;35300;um
layout;fillerInstances;6608;
pwr;power_switching;744;uW
worst_setup_path;cp.required;5.28;ns
sta;finalSetupTns;0;ns
synthesis;netlist.area_leader.share;47.5;%
worst_setup_path;crit_path_end_kind;output port;
clock_tree;clock-sinks;182;
worst_setup_path;slowest_stage;clkdlybuf4s50_1;
pwr;vdd_drop_max;0.196;mV
pwr;sw_frac_of_total;27.5;%
placement;dp_hpwl;27300;um
pwr;power_frac_clock;41.3;%
worst_setup_path;critPathMaxStageDelay;0.63;ns
synthesis;yosysSeqAreaShare;47.5;%
layout;lay_top_count;clkdlybuf4s50_1;
sta;slew_viol_final;0;
worst_setup_path;start_kind;input port;
layout;flop_area;0.00364;mm2
clock_tree;hold_buffers;0;
worst_setup_path;critPathArrivalTime;2.48;ns
sta;hold_violations;0;
worst_setup_path;path_delay_family;buffers and inverters;
synthesis;avgSynthCellArea;10.3;um2
clock_tree;cts_resized;0;
detailed_routing;routedWlPerCell;17.4;um
worst_setup_path;crit_type;in -> out;
synthesis;yosysChipArea;0.00767;mm2
grt;overflow;0;
sta;worst_pin_slew;0.752;ns
clock_tree;clock-root-buffer;clkbuf_16;
detailed_routing;ant_nets;0;
detailed_routing;num_vias;7061;
placement;portBuffers;461;
pwr;p_leak;5.28;nW
layout;drive_above_1_share;7.16;%
synthesis;top_area_cell;dfxtp_1;
grt;track_usage;9.52;%
sta;finalSetupViolCount;0;
sta;fmax;263;MHz
grt;grt_pass1_vias;7410;
run;drv_cap;0;
worst_setup_path;cp_max_fo;4;
synthesis;ys_warn_count;1;
worst_setup_path;path_cells;clkdlybuf4s50_1, clkdlybuf4s50_1;
grt;antenna_found_initial;5;
outcome;outcome;complete, no violations;
synthesis;syn_inst;744;
die;fp.coreArea;0.0618;mm2
sta;period_used_share;57.5;%
grt;grt_max_degree;68;
kinds of logic (layout without fill, tap and decap cells):
group,after synthesis,in the layout,synth area share [%]
AND/OR/NAND/NOR,198,198,10.1
multiplexers,182,182,23.8
flip-flops,182,182,47.5
buffers and inverters,94,537,6.01
AND-OR/OR-AND,68,68,10.3
XOR/XNOR,20,20,2.28
other,0,4,0
tightest hold or removal path: stages (launching register included):
cell      delay (ns)
dfxtp_1         0.33
nand2_1         0.05
o221ai_1        0.05
power groups by stage:
stage,clock network [mW],registers (mW),logic (mW)
after global routing,1.22,1.16,0.468
after CTS,1.18,1.16,0.440
final,1.12,1.16,0.431
synth_stat cells:
cell type  number
clkbuf_1       17
buf_4          11
buf_8           3
nand3_1         4
nor3_1          5
nand2_1        64
buf_2          26
mux2i_1       182
buf_1           4
inv_2           1
nor3_4          1
xnor2_1         5
inv_1          32
or2_1           1
nor2_2          1
a21bo_2         2
nor2_1        122
o221ai_1       34
xor2_1         15
o221ai_2       30
a211oi_2        2
dfxtp_1       182
per-stage QoR:
| stage | hold WS, ns | cell area [um2] | instances | utilization [%] |
|---|---|---|---|---|
| after floorplan | 0.409 | 7670 | 744 | - |
| after CTS | 0.471 | 13700 | 2024 | 22.2 |
| after global routing | 0.483 | 13700 | 2024 | 22.2 |
| after detailed placement | 0.451 | 13100 | 1992 | 21.2 |
| final | 0.468 | 13700 | 2028 | 22.2 |
| after global placement | 0.442 | 13100 | 1992 | 21.2 |
path summary, 6_finish.rpt:
kind	start	to	slack, ns	depth (start not counted)
worst max register to register	rr_pc[0]	rr_pc[0]	5.87	2
worst max-delay path	decode_rs1[1]	read_p1[1]	2.80	2
worst min-delay path	rr_rs2[28]	rr_rs2[28]	0.47	2
worst min register to register	rr_rs2[28]	rr_rs2[28]	0.47	2
final cells by class:
class / instances / share of cell area [%]
Clock inverter: 15 / 1.46
Sequential cell: 182 / 26.5
Inverter: 33 / 0.902
Tap cell: 837 / 7.63
Timing Repair Buffer: 472 / 34.2
Multi-Input combinational cell: 468 / 26.1
Clock buffer: 17 / 3.10
Antenna cell: 4 / 0.0729
metal layers:
| metal | GRT usage (%) | share of wire, % |
|---|---|---|
| met1 | 11.9 | 42 |
| met2 | 14.4 | 43 |
| met3 | 5.42 | 13 |
| met4 | 1.57 | 1.8 |
| met5 | 0 | 0.037 |
flip-flops by register name (all words and copies together) (netlist names):
register   count
rr_rs1        32
rr_rs2        32
rr_rd          5
rr_funct7      7
rr_imm32      32
rr_pc         32
rr_funct3      3
rr_inst       32
rr_opcode      7
Power and IR drop assume default switching activity.
